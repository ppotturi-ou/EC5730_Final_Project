## design/flow/design.v

```verilog
module	Reset_Delay(iCLK,iRST,oRST_0,oRST_1,oRST_2);
input		iCLK;
input		iRST;
output reg	oRST_0;
output reg	oRST_1;
output reg	oRST_2;
reg	[21:0]	Cont;
always@(posedge iCLK or negedge iRST)
begin
	if(!iRST)
	begin
		Cont	<=	0;
		oRST_0	<=	0;
		oRST_1	<=	0;
		oRST_2	<=	0;
	end
	else
	begin
		if(Cont!=22'h3FFFFF)
		Cont	<=	Cont+1;
		if(Cont>=22'h1FFFFF)
		oRST_0	<=	1;
		if(Cont>=22'h2FFFFF)
		oRST_1	<=	1;
		if(Cont>=22'h3FFFFF)
		oRST_2	<=	1;
	end
end
endmodule
```

## design/flow/run.sh

```bash
#!/bin/bash
# OpenROAD 26Q1-2900-gdf79404cd8, Yosys 0.63+post, stock flow scripts
make -C /OpenROAD-flow-scripts/flow DESIGN_CONFIG=/design/flow/config.mk WORK_HOME=/design/flow/orfs finish
```

## design/flow/config.mk

```make
export PLATFORM = sky130hd
export DESIGN_NAME = Reset_Delay
export DESIGN_NICKNAME = Reset_Delay
export VERILOG_FILES = /design/flow/design.v
export SDC_FILE = /design/flow/constraint.sdc
export NUM_CORES = 4
export LEC_CHECK = 1
export CORE_AREA = 10 10 87 87
export DIE_AREA = 0 0 97 97
```

## design/flow/constraint.sdc

```tcl
current_design Reset_Delay

set clk_period 3.2
set clk_io_pct 0.2

create_clock -name clk0 -period $clk_period [get_ports {iCLK}]

set non_clock_inputs [all_inputs -no_clocks]
set_input_delay [expr $clk_period * $clk_io_pct] -clock clk0 $non_clock_inputs
set_output_delay [expr $clk_period * $clk_io_pct] -clock clk0 [all_outputs]
```

==> impl.org <==
#+TITLE: Physical design notes

** Clocking
- Maximum clock insertion buffer count :: 2
- Sinks on Clock Net :: 25
- Hold_buf cts :: 0
- As reported, the later end of the worst-skew pair has a clock insertion delay of about 0.26 ns.
- Per the CTS log, the root buffer master is sky130_fd_sc_hd__clkbuf_8.
- Post-cts sizing count :: 0
- In this run the number of H-tree levels came out at 1.
- On the reported timing paths, the clock transition at the registers reads 0.08 ns.
- Number of buffers inserted during clock tree synthesis :: 3
- TritonCTS built the clock tree.
- Post-CTS setup-driven buffer insertion count :: 0

** Yosys
- Post-synth area hogs :: sky130_fd_sc_hd__dfrtp_1 48%, sky130_fd_sc_hd__xor2_1 9.4%, sky130_fd_sc_hd__a21oi_1 4.2%
- Ranked by instance count, the synthesized netlist is headed by 25 x sky130_fd_sc_hd__dfrtp_1, 14 x sky130_fd_sc_hd__xor2_1, 11 x sky130_fd_sc_hd__a21oi_1, 11 x sky130_fd_sc_hd__nand2_1, 6 x sky130_fd_sc_hd__nand3_1.
- And+or+nand+nor area frac :: a little under a quarter
- The largest total area in the synthesized netlist belongs to sky130_fd_sc_hd__dfrtp_1.
- Fraction of post-synthesis cell area in the top cell type by area :: a little under half
- Counting every instance in the synthesized netlist gives 118.
- Post-synthesis sequential area ratio :: ~48%
- After synthesis the cells add up to approximately 0.0013 mm^2.
- Xor/xnor share of the synthesized area :: about a tenth
- For this run, the leading register cell type out of synthesis is sky130_fd_sc_hd__dfrtp_1.
- Avg Synthesized Cell Area :: ~11 um^2
- The synthesized design contains 0 enable-type register cells.
- Async S/R FF share, synth :: 100.0%
- Distinct cells, synth :: 33
- YS chip area :: around 0.0013 mm^2
- Yosys top cell by instances :: sky130_fd_sc_hd__dfrtp_1
- Number of cell instances after yosys synthesis :: 118
- Yosys warnings :: 1
- Per the synthesis report, the adder-cell share of the synthesized area is 0.9588%.
- Complex-gate fraction of the synthesized area :: about 13%
- Dominant comb cell :: simple AND/OR/NAND/NOR gates
- MUX share of area :: 1.630%
- The synthesis stat section lists a flop and latch total of 25.

** Place
- HPWL after DPL :: 1.582 mm
- Number of input and output port buffers inserted :: 4
- The pre-CTS setup check shows a worst slack of 1.322 ns.
- At the end of routability-driven placement, the weighted congestion stood at a little over 0.8.

** Critical path
- Biggest fanout along the worst timing path :: 17
- Reg-to-Reg Start :: Cont[17]$_DFFE_PN0N_
- The worst setup path is captured at a flip-flop.
- Worst Path Class, Setup :: flip-flop to flip-flop
- The report lists the cells along the critical path as nand4_1, and4bb_1, nand2_2, mux2_2.
- Max stage delay cell, worst path :: sky130_fd_sc_hd__and4bb_1
- Worst Path Required :: around 3.4 ns
- The arrival time of data at the worst endpoint is listed as about 2 ns.
- For reference, the critical path is launched at Cont[17]$_DFFE_PN0N_.
- Worst setup SP type :: flip-flop
- Among all stages on the critical path, the maximum delay recorded is about 0.73 ns.

** Final timing
- Per the timing report, the achievable frequency comes out to roughly 0.52 GHz.
- Transition time at the pin with the least slew margin :: 0.6718 ns
- Fin worst setup slack :: 1.294 ns
- Setup clock skew after layout :: ~0.0025 ns
- The worst path uses between 50% and 60% of the clock period.
- Worst hold slack :: approximately 0.48 ns
- In the final timing run, aggregate negative setup slack is 0 ns.
- Minimum clock period :: ~1.9 ns
- In the final report, the number of endpoints failing setup comes to 0.
- Max-slew violation total from the final report :: 0
- Tightest slew margin relative to the limit :: between 50 and 60%
- Unrepaired setup endpoints after global routing :: no
- Final hold violation count :: 0

** Routing
- Met2 wire len :: 960 um
- Met1 layer wirelength in the final routing :: around 1.2 mm
- Per the post-route antenna check, the number of violating nets is 0.
- WL/cell :: about 11 um
- The first detailed-routing pass took 4 iterations.
- The violation tally recorded at the end of detailed-routing iteration 0 is about 71.
- The routed layout has 872 vias.
- Signal nets in the final route climb as high as met4.
- The script logs the ratio of routed vias to standard cells as between 4 and 5.
- For this run, the script counts the antenna cells in the layout as 0.
- Summed over all nets, wire length on met3 after detailed routing comes to 50 um.
- The final layout contains routed wiring with a total length of 2.228 mm.
- Post-route DRC violation count :: 0

** Power
- Across the VDD grid, the largest voltage drop is 0.1390 mV.
- Summing internal, switching and leakage power gives just over 0.0005 W.
- Leakage power :: between 0.6 and 0.7 nW
- Sequential Power Share :: a little over three fifths
- The internal portion of the total power is 0.0004062 W.
- Sw Ratio :: approximately 20%
- Per the summary, power density relative to cell area is 349.5 mW/mm^2.
- The clock network burns ~36% of the power.
- The analysis attributes to net switching a power of 0.00009799 W.
- The power report attributes to the combinational group a share of 1.5%.

** Global route
- Entering global routing, the biggest net connects 26 pins.
- Total GRT Usage :: under 10%
- Via count of the first global-routing pass :: 834
- Wire length of the first global-routing pass :: 3.891 mm
- Antenna violations before repair :: 0
- Remaining global-route overflow :: 0

** Finish
- In the final layout, the share of cells above drive strength 1 is 9.836%.
- Between the synthesized netlist and the finished layout, the area growth was recorded as 10.55%.
- # fillers :: between 500 and 600
- Once layout is complete, the utilization of the core stands at ~26%.

** Floorplanning
- Die width :: between 90 and 100 um
- Total I/O pin count :: 5
- Standard-cell row count :: 27
- Core footprint :: roughly 0.0056 mm^2
- Die Footprint :: 0.009409 mm^2
- Core utilization before placement :: a little under a quarter
- Vertical extent of the die :: about 97 um

** Outcome
- The run finished with clean final reports.

** Worst hold path
- Start point of the worst min-delay path :: Cont[7]$_DFFE_PN0N_
- Worst min-delay path category :: flip-flop to flip-flop

** Run
- The logs give a warning total of 25.
- Maximum capacitance violations :: 0
-- cell type report --
type	count	area [um^2]	area share, %
Multi-Input combinational cell	88	634.4	43.97
Timing Repair Buffer	5	47.55	3.296
Sequential cell	25	625.6	43.37
Tap cell	72	90.09	6.245
Clock buffer	4	45.04	3.122
-- power groups by stage --
stage                 Sequential, W  Combinational [W]  Clock [W]
after CTS                  0.000316         0.00000840   0.000190
after global routing       0.000316         0.00000956   0.000198
final                      0.000316         0.00000772   0.000181
-- path summary, 6_finish.rpt --
kind | end | slack, ns | depth (start not counted)
worst max register to register | Cont[1]$_DFFE_PN0N_ | 1.29 | 4
worst min register to register | Cont[7]$_DFFE_PN0N_ | 0.48 | 1
max in group asynchronous | oRST_0$_DFFE_PN0P_ | 2.23 | 2
worst max-delay path | Cont[1]$_DFFE_PN0N_ | 1.29 | 4
min in group asynchronous | Cont[2]$_DFFE_PN0N_ | 0.73 | 2
worst min-delay path | Cont[7]$_DFFE_PN0N_ | 0.48 | 1
-- worst max-delay path: cells and delay by family, from the launching register on --
kind	cells	cell delay (ns)
flip-flops	1	0.44
AND/OR/NAND/NOR	3	1.05
multiplexers	1	0.30
-- kinds of logic after synthesis --
family | Yosys count
and+or+nand+nor | 47
xor gates and xnor gates | 15
adders and majority gates | 1
muxes | 2
DFF | 25
AOI/OAI and AO/OA | 23
buffers and inverters | 5
-- sequential cells by signal, summed over array words and instances, names as in the netlist --
register / flops
oRST_1: 1
oRST_2: 1
Cont: 22
oRST_0: 1
-- cell usage in the layout (no fill, tap or decap), types with 2 or more instances in the layout --
cell                              count
sky130_fd_sc_hd__dfrtp_1             25
sky130_fd_sc_hd__xor2_1              14
sky130_fd_sc_hd__nand2_1             11
sky130_fd_sc_hd__a21oi_1             11
sky130_fd_sc_hd__nand3_1              6
sky130_fd_sc_hd__and4_1               5
sky130_fd_sc_hd__nor2_1               5
sky130_fd_sc_hd__and2_1               4
sky130_fd_sc_hd__clkdlybuf4s50_1      4
sky130_fd_sc_hd__nand4_1              3
sky130_fd_sc_hd__o21ai_0              3
sky130_fd_sc_hd__clkbuf_8             3
sky130_fd_sc_hd__and3_4               2
sky130_fd_sc_hd__and3_1               2
sky130_fd_sc_hd__nor3_1               2
sky130_fd_sc_hd__a211oi_1             2
sky130_fd_sc_hd__a31oi_1              2
-- metrics by stage --
| stage | cells | instance area, um^2 |
|---|---|---|
| 2_1_floorplan | 118 | 1305 |
| 3_3_place_gp | 190 | 1398 |
| 3_5_place_dp | 190 | 1398 |
| 4_1_cts | 194 | 1443 |
| 5_1_grt | 194 | 1443 |
| 6_report | 194 | 1443 |
-- metal layers --
layer,vias up,GRT usage (%)
met5,-,0
met4,0,1.353
met3,2,0.4298
met2,17,6.953
met1,412,6.757
li1,441,-
Power is estimated from default activity; no workload was simulated.
