==> flow/run.sh <==
#!/bin/bash
# OpenROAD 26Q1-2900-gdf79404cd8, Yosys 0.63+post, stock flow scripts
make -C /OpenROAD-flow-scripts/flow DESIGN_CONFIG=/design/flow/config.mk WORK_HOME=/design/flow/orfs finish
==> flow/constraint.sdc <==
current_design touch_irq_detector

set clk_period 3.4
set clk_io_pct 0.2

create_clock -name clk0 -period $clk_period [get_ports {iCLK}]

set non_clock_inputs [all_inputs -no_clocks]
set_input_delay [expr $clk_period * $clk_io_pct] -clock clk0 $non_clock_inputs
set_output_delay [expr $clk_period * $clk_io_pct] -clock clk0 [all_outputs]
==> flow/config.mk <==
export PLATFORM = sky130hd
export DESIGN_NAME = touch_irq_detector
export DESIGN_NICKNAME = touch_irq_detector
export VERILOG_FILES = /design/flow/design.v
export SDC_FILE = /design/flow/constraint.sdc
export NUM_CORES = 4
export LEC_CHECK = 1
export CORE_AREA = 10 10 104 104
export DIE_AREA = 0 0 114 114
==> flow/design.v <==
module touch_irq_detector	(
					iCLK,
					iRST_n,
					iTOUCH_IRQ,
					iX_COORD,
					iY_COORD,
					iNEW_COORD,
					oDISPLAY_MODE,
					);
parameter	TOUCH_CNT_CLEAR = 24'hffffff;   
input			iCLK;				 
input			iRST_n;				 
input			iTOUCH_IRQ;		
input	[11:0]	iX_COORD;			 
input	[11:0]	iY_COORD;			 
input			iNEW_COORD;			 
output	[1:0]	oDISPLAY_MODE;		 
reg				touch_en;
reg				touch_en_clr;
reg 	[24:0] 	touch_delay_cnt;
reg 	[1:0] 	oDISPLAY_MODE;
always@(posedge iCLK or negedge iRST_n)
	begin
		if (!iRST_n)
			touch_en <= 0;
		else if (touch_en_clr)
			touch_en <= 0;	
		else if (iTOUCH_IRQ)
		    touch_en <= 1;
	end
always@(posedge iCLK or negedge iRST_n)
	begin	
		if (!iRST_n)
			begin
				touch_delay_cnt <= 0;
				touch_en_clr <= 0;
			end		
		else if (touch_delay_cnt == TOUCH_CNT_CLEAR)
			begin
				touch_delay_cnt <= 0;
				touch_en_clr <= 1;
			end	
		else if (touch_en)
			touch_delay_cnt <= touch_delay_cnt + 1;
		else
			begin
				touch_delay_cnt <= 0;
				touch_en_clr <= 0;
			end	
	end					
always@(posedge iCLK or negedge iRST_n)
	begin	
		if (!iRST_n)
			oDISPLAY_MODE <= 0;
		else if (iTOUCH_IRQ && !touch_en)	
			oDISPLAY_MODE <= oDISPLAY_MODE + 1;
	end		
endmodule
==> results.yml <==
# yosys + openroad results
synthesis:
  yosysTopAreaCell: "dfrtp_1"
  yosys_cells: 145
  synthArstFlopShare: 1.00
  ys_seq_share: 0.505
  synthCells: 145
  yosys-top-cells-count: "dfrtp_1 (29), nor2_1 (17), nand2_1 (12), a21oi_1 (10)"
  synth_warnings: 1
  flop_cell: "dfrtp_1"
  synth_cell_types: 31
  edf_count: 0
  synth_area_mm2: 0.00144
  most_common_cell: "dfrtp_1"
  synth_flop_count: 29
  yosys.area.top_type_share: 0.505
  syn_area_per_cell_um2: 9.91
  ys_top_cells_by_area: "dfrtp_1 (50%), nor2_1 (4.4%), xnor2_1 (4.3%), xor2_1 (3.7%), a21oi_1 (3.5%)"
  ys_area_mm2: 0.00144
worst_setup_path:
  required_ns: 3.56
  critPathKind: "reg -> reg"
  crit_fanout: 18
  rr_worst_depth: 6
  crit_arrival_ns: 2.31
  rrSetupSlack_ns: 1.24
  cp-end-kind: "flop"
  startpoint_type: "flop"
final_timing:
  clock.fmax_mhz: 464
  maxSlewViolCount: 0
  relSlewSlack: 0.589
  layout_setup_ws_ns: 1.24
  setup_violations: 0
  fin_skew_ns: 0.00664
  tightest_slew_ns: 0.615
  rsz0062_at_grt: "no"
  hold_viol: 0
  fin_crit_sh: 0.635
  period_needed_ns: 2.16
  setup_tns_ns: 0
grt:
  grt_max_degree: 30
  antenna_found_initial: 0
  grt_remaining_overflow: 0
  grt_pass1_vias: 1054
  grt_pass1_wl_um: 4760
  track_usage: 0.0422
place:
  place_congestion: 0.714
  port_buffers: 4
  post-place-ws_ns: 1.26
  dpl.hpwl_um: 1690
run:
  cap_violations: 0
  warnings: 50
clocking:
  cts_tree: "done"
  post_cts_buffers: 0
  cts_buffer_depth: 2
  hold_buffers: 0
  clk_latency_ns: 0.27
  htree_num_levels: 2
  cts_buffers: 5
  cts_resized: 0
  clockRootBuffer: "clkbuf_8"
  clock_sinks: 29
  path_clk_slew_ns: 0.06
die:
  fp.dieW_um: 114
  rows: 34
  die_y_um: 114
  dieArea_mm2: 0.0130
  ios: 30
  fp_util: 0.166
  core_area_mm2: 0.00868
power_and_ir_drop:
  power.leakage_nw: 0.706
  power_density_mw_per_mm2: 528
  vdd_drop_max_v: 0.000139
drt:
  drtIter0Drc: 81
  wirelength_um: 2570
  antenna_left: 0
  drtPass1Iterations: 6
  antennaDiodeCount: 0
  routed_via_density: 4.09
  vias: 1071
  route.detailed.drc: 0
  wire_per_inst_um: 9.79
worst_hold_path:
  hp-class: "reg -> reg"
  min_path_cells: 1
outcome:
  status: "complete, no violations"
layout:
  drive_gt1_frac: 0.104
  syn2layout_area_growth_pct: 19.0
[cell families (layout without fill, tap and decap cells)]
family          after synthesis  count (layout)  synth area share
buf+inv                       9              18            0.0339
flops                        29              29             0.505
simple gates                 68              68             0.254
fa+ha+maj                     1               1           0.00870
xor+xnor                     13              13            0.0792
compound gates               25              25             0.119
[critical path, cell delays in order (launching register included)]
cell and delay, ns:
dfrtp_1 0.36, ha_1 0.21, nand3_2 0.14, or4_4 0.61
o41ai_4 0.35, buf_4 0.28, nor2_1 0.08
[report_power, final]
| part | internal, mW | leakage, nW | switching [mW] |
|---|---|---|---|
| combinational | 0.0506 | 0.263 | 0.0569 |
| sequential | 0.389 | 0.384 | 0.0424 |
| clock | 0.239 | 0.0585 | 0.126 |
| total | 0.678 | 0.706 | 0.225 |
[per-layer routing]
metal  part of all wire  track usage
met1               0.47       0.0548
met2               0.48       0.0702
met3              0.025      0.00904
met4              0.025       0.0100
met5                  0            0
[final cells by class]
cell class	count	area [um^2]
inverter	4	15.0
tap	108	135
clock inverter	1	30.0
clock buffer	7	86.3
multi-input combinational	107	663
fill	949	6970
sequential	29	726
timing repair buffer	6	55.1
[per-stage QoR]
| stage | instance area (um^2) | util | hold slack [ns] | power, mW | std cells |
|---|---|---|---|---|---|
| after floorplan | 1440 | - | 0.384 | 0.510 | 145 |
| after global placement | 1590 | 0.184 | 0.426 | 0.543 | 254 |
| after detailed placement | 1590 | 0.184 | 0.417 | 0.545 | 254 |
| after CTS | 1710 | 0.197 | 0.428 | 0.918 | 262 |
| after global routing | 1710 | 0.197 | 0.444 | 0.962 | 262 |
| final | 1710 | 0.197 | 0.433 | 0.903 | 262 |
[path summary, 6_finish.rpt]
kind | endpoint | startpoint
worst max-delay path | touch_delay_cnt[4] | touch_delay_cnt[0]
worst min-delay path | touch_en | touch_en_clr
worst max register to register | touch_delay_cnt[4] | touch_delay_cnt[0]
worst min register to register | touch_en | touch_en_clr
max in group asynchronous | touch_delay_cnt[16] | iRST_n
min in group asynchronous | touch_delay_cnt[9] | iRST_n
[state kept, by name, summed over array words and instances (netlist names)]
signal and flops:
touch_delay_cnt 25, touch_en_clr 1, oDISPLAY_MODE 2, touch_en 1
[layout by cell type (no fill, tap or decap), types with 2 or more instances in the layout]
master / synthesis / final
nand4_1: 3 / 3
nand3_1: 7 / 7
nand2b_1: 3 / 3
o21ai_0: 5 / 5
or4_1: 6 / 6
a21oi_1: 10 / 10
o31ai_1: 5 / 5
clkbuf_8: 0 / 6
dfrtp_1: 29 / 29
xor2_1: 6 / 6
xnor2_1: 7 / 7
or2_2: 2 / 2
nor3_1: 2 / 2
nand2_1: 12 / 12
buf_4: 0 / 2
clkdlybuf4s50_1: 0 / 4
or3_1: 5 / 5
inv_1: 4 / 4
nor2_1: 17 / 17
and3_1: 5 / 5
Power and IR drop assume default switching activity.
